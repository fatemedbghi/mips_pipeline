**/design/flow/design.v**
```verilog
`timescale 1ns/1ns
module alu(input [31:0]A, input [31:0]B, input [2:0] ALUOp,output reg [31:0] ALUResult);
  always @(A, B, ALUOp) begin
    ALUResult = 32'b0;
    if (ALUOp == 3'b000) begin
      ALUResult = A + B;
    end
    if (ALUOp == 3'b001) begin
      ALUResult = A - B;
    end
    if (ALUOp == 3'b010) begin
      ALUResult = A & B;
    end
    if (ALUOp == 3'b011) begin
      ALUResult = A | B;
    end
    if (ALUOp == 3'b100) begin
      if (A < B) begin
        ALUResult = 32'b00000000_00000000_00000000_00000001;
      end
    end
  end 
endmodule
```
**/design/flow/run.sh**
```bash
#!/bin/bash
# OpenROAD 26Q1-2900-gdf79404cd8, Yosys 0.63+post, stock flow scripts
make -C /OpenROAD-flow-scripts/flow DESIGN_CONFIG=/design/flow/config.mk WORK_HOME=/design/flow/orfs finish
```
**/design/flow/config.mk**
```make
export PLATFORM = sky130hd
export DESIGN_NAME = alu
export DESIGN_NICKNAME = alu
export VERILOG_FILES = /design/flow/design.v
export SDC_FILE = /design/flow/constraint.sdc
export NUM_CORES = 4
export LEC_CHECK = 1
export CORE_UTILIZATION = 30
```
**/design/flow/constraint.sdc**
```tcl
current_design alu

set clk_period 18.6
set clk_io_pct 0.2

create_clock -name clk0 -period $clk_period

set non_clock_inputs [all_inputs -no_clocks]
set_input_delay [expr $clk_period * $clk_io_pct] -clock clk0 $non_clock_inputs
set_output_delay [expr $clk_period * $clk_io_pct] -clock clk0 [all_outputs]
```
==> impl_table.tex <==
% Yosys + OpenROAD metrics
\begin{tabular}{lr}
\hline
Metric & Value \\
\hline
\multicolumn{2}{l}{\textbf{Final timing}} \\
\quad Final period util & 0.613 \\
\quad Remaining max-slew budget at the tightest pin & 0.439 \\
\quad Hold Worst Slack & 8400 ps \\
\quad Unrepaired setup endpoints after global routing & no \\
\quad Achievable Freq & 0.0877 GHz \\
\quad Final critical path time including I/O delays and setup & 11,400 ps \\
\quad Setup violations, final & 0 \\
\quad Number of pins with negative max-slew slack in the final report & 0 \\
\quad Number of endpoints with negative hold slack in the final report & 0 \\
\quad Slew at the pin closest to its max-slew limit & 838 ps \\
\quad Final setup TNS & 0 ps \\
\multicolumn{2}{l}{\textbf{Detailed routing}} \\
\quad Total via count in the routed design & 5,946 \\
\quad Count of inserted antenna diode cells & 0 \\
\quad Tally of nets with antenna violations remaining after routing & 0 \\
\quad Average wire length per cell after detail routing & 16.1 um \\
\quad Detailed-route vias per instance & 5.42 \\
\quad Wire length after detailed routing & 17,700 um \\
\quad Drt first-iter violations & 613 \\
\quad Detailed Routing Iterations Pass 1 & 5 \\
\quad Residual DRC & 0 \\
\multicolumn{2}{l}{\textbf{Global route}} \\
\quad Wire length of the first global-routing pass & 28,400 um \\
\quad Total overflow reported by the global router & 0 \\
\quad Maximum number of pins on one net before global-route repair & 64 \\
\quad Via count of the first global-routing pass & 5,469 \\
\quad Combined global-route utilization of all metal layers & 0.197 \\
\quad Antenna violations before repair & 0 \\
\multicolumn{2}{l}{\textbf{Synthesis}} \\
\quad Portion of the post-synthesis area used by sequential elements & 0 \\
\quad Count of instantiated cells in the yosys netlist & 815 \\
\quad Synthesized chip area reported by yosys & 0.00521 mm2 \\
\quad Netlist area before placement & 0.00521 mm2 \\
\quad Synthesized area per cell & 6.39 um2 \\
\quad Post-synthesis cell count & 815 \\
\quad Syn. warnings & 1 \\
\quad Unique masters post-synth & 64 \\
\multicolumn{2}{l}{\textbf{Layout}} \\
\quad Area of all sequential standard cells & 0 um2 \\
\quad Flop count & 0 \\
\quad Number of clock buffers in the layout & 0 \\
\quad Most used cells in the layout excluding fill and tap cells & ha\_1 (104), inv\_1 (103), clkdlybuf4s50\_1 (98) \\
\quad Area Overhead vs Synth & 21.5\% \\
\quad Leading cell type in the layout, fill and taps excluded & ha\_1 \\
\quad Fraction of layout cells with a size suffix above 1 & 0.0194 \\
\multicolumn{2}{l}{\textbf{Floorplan}} \\
\quad Floorplan core density & 0.311 \\
\quad Number of placed I/O pins & 99 \\
\quad Number of rows in the core area & 47 \\
\quad Die X-Extent & 134 um \\
\quad Vertical die size & 134 um \\
\quad Area inside the core boundary & 0.0168 mm2 \\
\quad Total die area & 0.0179 mm2 \\
\multicolumn{2}{l}{\textbf{Critical path}} \\
\quad Number of buffer and inverter instances along the worst setup path & 3 \\
\quad Sort of element at the end of the critical path & output port \\
\quad Cell with the largest stage delay on the worst path & clkdlybuf4s50\_1 \\
\quad Sequence of cells on the critical path & clkdlybuf4s50\_1, inv\_1, ha\_1, or2\_2, a221oi\_1, a211o\_1, nand3\_1, a211oi\_1, a21oi\_1, o31a\_1, o32ai\_1, clkdlybuf4s50\_1 \\
\quad Worst Path Class, Setup & input pin to output port \\
\quad Crit path launch type & input pin \\
\quad Data arrival time of the critical path & 7680 ps \\
\quad Worst EP required & 14,880 ps \\
\quad CP delay by family, top & AND-OR/OR-AND gates \\
\quad Worst-path maximum fanout & 5 \\
\quad Critical path's most frequent cell & clkdlybuf4s50\_1 \\
\quad Slowest Stage Delay on Critical Path & 560 ps \\
\multicolumn{2}{l}{\textbf{Run}} \\
\quad Total of max-cap violations & 0 \\
\quad Total tool warning count & 104 \\
\multicolumn{2}{l}{\textbf{Power}} \\
\quad IR drop worst, VDD & 0.00986 mV \\
\quad Clock share of power & 0 \\
\quad Net switching fraction of the power & 0.561 \\
\quad Cell area power density & 28.7 mW/mm2 \\
\quad Share of power burned in combinational logic & 1.000 \\
\quad Leakage component of the power & 2.87 nW \\
\quad Portion of total power attributed to sequential cells & 0 \\
\quad Internal power contribution & 79.7 uW \\
\quad Net switching power of the design & 102 uW \\
\multicolumn{2}{l}{\textbf{Min path}} \\
\quad Worst hold path type & input pin to output port \\
\quad Hold worst-path end & ALUResult[7] \\
\quad Hold path startpoint & ALUOp[0] \\
\quad Cell depth of the worst min-delay path & 4 \\
\multicolumn{2}{l}{\textbf{Placed design}} \\
\quad Number of buffers added on ports & 99 \\
\quad HPWL reported at the end of detailed placement & 13,900 um \\
\quad RePlAce Congestion & 0.918 \\
\multicolumn{2}{l}{\textbf{Clock network}} \\
\quad Post-cts repair resize count & 0 \\
\quad Number of buffers inserted for hold repair after clock tree synthesis & 0 \\
\quad Post-CTS setup buffers & 0 \\
\multicolumn{2}{l}{\textbf{Outcome}} \\
\quad Outcome & finished clean \\
\hline
\end{tabular}
## area by class of cell
class,count,area [um2]
Timing Repair Buffer,104,1020
Inverter,104,390
Multi-Input combinational cell,669,4640
Tap cell,220,275
Fill cell,1823,10400
## per-layer routing
metal  vias up  GRT usage  share of wire  wire [um]
met5         -          0              0          0
met4         0     0.0253          0.012        206
met3        20    0.00971          0.055        967
met2       227      0.313           0.44       7820
met1      2672      0.301           0.49       8720
li1       3027          -              -          -
## kinds of logic after synthesis
group | after synthesis | synth area share
AND/OR/NAND/NOR | 246 | 0.221
multiplexers | 9 | 0.0199
AND-OR/OR-AND | 291 | 0.363
XOR/XNOR | 17 | 0.0286
adder cells (fa/ha/maj) | 106 | 0.258
buffers and inverters | 146 | 0.110
## how the worst max path moves through the flow
| stage | startpoint | endpoint | slack, ps | cells past startpoint |
|---|---|---|---|---|
| after CTS | A[1] | ALUResult[27] | 7250 | 12 |
| after global routing | A[1] | ALUResult[27] | 6940 | 12 |
| final | A[1] | ALUResult[27] | 7200 | 12 |
## cell usage after synthesis (all sizes together) (3+ instances only)
| cell type | count | area share |
|---|---|---|
| ha | 104 | 0.25 |
| inv | 103 | 0.074 |
| a21oi | 80 | 0.077 |
| nor2 | 78 | 0.056 |
| nand2 | 64 | 0.046 |
| o21ai | 63 | 0.061 |
| clkbuf | 34 | 0.025 |
| a211oi | 23 | 0.036 |
| a21o | 21 | 0.030 |
| nand3 | 21 | 0.020 |
| nor3 | 21 | 0.020 |
| xnor2 | 14 | 0.024 |
| nor2b | 13 | 0.016 |
| o211ai | 13 | 0.019 |
| o21bai | 11 | 0.016 |
| or3 | 11 | 0.013 |
| nor4 | 9 | 0.011 |
| o21a | 9 | 0.013 |
| a31oi | 8 | 0.0096 |
| buf | 8 | 0.0096 |
| nand2b | 8 | 0.0096 |
| o22ai | 8 | 0.0096 |
| o31ai | 8 | 0.012 |
| mux2i | 7 | 0.013 |
| nand4 | 7 | 0.0084 |
| a211o | 4 | 0.0067 |
| and3 | 4 | 0.0067 |
| o221ai | 4 | 0.0067 |
| o311ai | 4 | 0.0067 |
| or4 | 4 | 0.0058 |
| a2111oi | 3 | 0.0050 |
| a221oi | 3 | 0.0062 |
| a22oi | 3 | 0.0043 |
| o211a | 3 | 0.0058 |
| o32ai | 3 | 0.0050 |
| xor2 | 3 | 0.0050 |
## power groups by stage
stage	Sequential [mW]	Clock, mW	Combinational [mW]
CTS	0	0	0.180
finish	0	0	0.181
global route	0	0	0.201
## per-stage QoR
step | total power, mW | util | setup WS, ps | instance area (um2) | instances
finish | 0.181 | 0.377 | 7200 | 6330 | 1097
global route | 0.201 | 0.377 | 6940 | 6330 | 1097
CTS | 0.180 | 0.377 | 7250 | 6330 | 1097
detailed placement | 0.178 | 0.377 | 7270 | 6330 | 1097
global placement | 0.179 | 0.377 | 7300 | 6330 | 1097
floorplan | 0.113 | - | 8980 | 5210 | 815
No activity file was given, so power comes from the tool's default toggle rates.

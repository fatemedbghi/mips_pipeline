File: flow/config.mk
export PLATFORM = sky130hd
export DESIGN_NAME = regFile
export DESIGN_NICKNAME = regFile
export VERILOG_FILES = /design/flow/design.v
export SDC_FILE = /design/flow/constraint.sdc
export NUM_CORES = 4
export LEC_CHECK = 1
export CORE_UTILIZATION = 40
File: flow/constraint.sdc
current_design regFile

set clk_period 9.2
set clk_io_pct 0.2

create_clock -name clk0 -period $clk_period [get_ports {clk}]

set non_clock_inputs [all_inputs -no_clocks]
set_input_delay [expr $clk_period * $clk_io_pct] -clock clk0 $non_clock_inputs
set_output_delay [expr $clk_period * $clk_io_pct] -clock clk0 [all_outputs]
File: flow/design.v
module regFile(input clk, regWrite, input[4:0] readReg1,readReg2, writeReg, input[31:0] writeData, output reg[31:0] regData1,regData2,output equal);
  reg[0:31] regData[31:0];
  always@(readReg1, regData[readReg1])begin
    if(readReg1 == 5'b0) regData1 <= 32'b0;
    else regData1 <= regData[readReg1];
  end
  always@(readReg2, regData[readReg2])begin
    if(readReg2 == 5'b0) regData2 <= 32'b0;
    else regData2 <= regData[readReg2];
  end
  assign equal = (regData1 == regData2)?1'b1:1'b0;
  always@(negedge clk) begin
		if(regWrite) regData[writeReg] <= writeData;
	end
endmodule
File: flow/run.sh
#!/bin/bash
# OpenROAD 26Q1-2900-gdf79404cd8, Yosys 0.63+post, stock flow scripts
make -C /OpenROAD-flow-scripts/flow DESIGN_CONFIG=/design/flow/config.mk WORK_HOME=/design/flow/orfs finish
==> CHANGELOG.md <==
### Physical design

- Critical Path RT: 7.36 ns
- Synth Flop Type: edfxtp_1
- Die height: 348 µm
- CP max stage delay: 0.62 ns
- Top reg by flops: regData
- Vias in the first global route: 36.9k
- Max reg flops: 1024
- Status: complete, but fails checks
- Clock Path Buffers: 3
- Violated checks: setup timing
- Final global-route overflow total: 0
- Antenna violations before repair: 5
- CORE AREA: 119000 µm²
- CP endpoint kind: output port
- Crit-path slowest cell: o211ai_1
- VDD IR max: 0.197 mV
- Tightest Hold Check Type: in -> out
- CTS tree: yes
- Initial DRT Pass Iterations: 5
- Ys async rst share: 0
- Worst Tran Pin Value: 1.11 ns
- Synth Instances: 2404
- Total Wirelength: 157000 µm
- Setup crit start kind: flop
- Cell variety after synth: 57
- Fill cells: 9198
- Root Driver: clkbuf_16
- Global-route wire length before repair: 225000 µm
- RSZ-0062 raised after global routing: true
- CTS Buf Count: 111
- Post-CTS Hold Buffers: 0
- Final ANT Viol Nets: 0
- Largest net degree at the start of global routing: 80
- Final worst-path setup slack: -1.01 ns
- Commonest Layout Cell: inv_1
- Pre-CTS setup slack: -1.36 ns
- Port bufs: 113
- Die W: 348 µm
- Critical Path Fanout Max: 2
- WP buf/inv: 2
- Cells in synth_stat.txt: 2404
- Final HPWL DP: 91400 µm
- P&R area growth vs syn: 28.0%
- H-tree levels: 3
- EDFF count, synth: 1024
- Yosys chip area: 48000 µm²
- # IOs: 114
- Yosys top cell by area: edfxtp_1
- Syn Area/Cell: 20.0 µm²
- Crit-path leading delay family: AND-OR/OR-AND gates
- Setup tns final: -1.19 ns
- Clock sinks: 1024
- Sequential element share of the synthesized area: 0.641
- Max-area cell share: 0.641
- Worst EP arrival: 8.37 ns
- Pleak: 0.0240 µW
- Row Count: 126
- Worst rel slew slack: 0.258
- Via count: 31.1k
- Biggest regs: regData (1024)
- Yosys warns: 1
- Final hold vios: 0
- Design Area, Final: 61400 µm²
- GPL Wtd Cong: 0.878
- Yosys reg bits: 1024
- Share of cells above drive strength 1: 0.312
- Clk slew on worst S/H paths: 0.05 ns
- Crit-path cells: mux2_2, o221ai_1, o211ai_1, o311a_1, xnor2_4, nand4_1, nor4bb_4, buf_6, and4_1, buf_2
- Die ar.: 121000 µm²
- Top cells excl fill/tap: inv_1 (1046), edfxtp_1 (1024), mux4_2 (451)
- Post-Syn Area: 48000 µm²
- Total track usage: 0.289
- Biggest area cells: edfxtp_1 (64%), mux4_2 (21%), mux2i_1 (2.6%)
- Vias/cell: 5.70
- WL/cell: 28.7 µm
- Pwr dens: 208 nW/µm²
- Drt drc: 0
- Critical path class: reg -> out
- Max Slew Vio Count: 0
- Final setup fails: 2
- OpenROAD warnings: 1029
- Initial DRC count: 1895
- Dpl cell area: 52400 µm²
- MaxCap Viol Count: 0
- Hold WS: 4.63 ns
- Pre-Place Util: 0.405
## synth_stat cells (13+ instances only)
cell      number
mux2i_1      126
buf_4         39
o311a_1       13
o22ai_1       13
nand2_1       32
mux4_2       446
edfxtp_1    1024
nor2_1        75
xnor2_1       31
buf_2         59
nor2b_1       47
o221ai_1      32
a22oi_1       35
a211oi_1      32
o21ai_0       34
mux2_2        73
clkbuf_1      46
a21oi_1       23
a221oi_1      49
buf_6         26
o221a_2       16
## worst paths after layout
| path | from | endpoint | depth (start not counted) |
|---|---|---|---|
| setup / recovery | regData[30][8] | equal | 10 |
| hold / removal | readReg1[2] | regData1[25] | 6 |
## layout make-up
cell class	instances	area [µm²]	share of cell area
antenna	4	10.0	0.000163
tap	1600	2000	0.0326
clock buffer	112	2800	0.0456
clock inverter	1107	4840	0.0789
inverter	5	18.8	0.000306
timing repair buffer	419	3850	0.0627
sequential	1024	30700	0.501
multi-input combinational	1182	17100	0.279
## routing by layer
metal	up-vias	track usage	part of all wire
li1	13207	-	-
met1	15016	0.297	0.30
met2	2501	0.386	0.45
met3	340	0.285	0.21
met4	22	0.122	0.036
met5	-	0.0368	0.0040
## repair_timing
item | CTS | global route
buffers inserted | 36 | 32
resized | 187 | 91
pin swaps | 63 | 64
endpoints found under the setup margin | 54 | 53
## worst min-delay path, stage by stage
cell,delay (ns)
buf_6,0.18
nor2_1,0.17
o211ai_1,0.13
o311a_1,0.18
buf_6,0.13
dlymetal6s2s_1,0.12
## kinds of logic (layout without fill, tap and decap cells)
group                  Yosys count  count (layout)  share of synthesized area
AND-OR/OR-AND                  290             290                     0.0477
XOR/XNOR                        32              32                    0.00584
buffers and inverters          198            1643                     0.0268
flip-flops                    1024            1024                      0.641
multiplexers                   651             651                      0.256
other                            0               4                          0
AND/OR/NAND/NOR                209             209                     0.0225
## stage by stage
| step | std cells | power [µW] | util |
|---|---|---|---|
| finish | 5453 | 12800 | 0.518 |
| global route | 5451 | 13500 | 0.518 |
| CTS | 5429 | 12900 | 0.514 |
| detailed placement | 4185 | 7040 | 0.442 |
| global placement | 4185 | 7030 | 0.442 |
| floorplan | 2404 | 6540 | - |
## power by group
| group | switching [µW] | internal (µW) |
|---|---|---|
| clock | 2960 | 3390 |
| combinational | 632 | 536 |
| sequential | 21.9 | 5230 |
Power figures rest on the tool's default switching activity, not on a simulated workload.
